[./config.mk]
export PLATFORM = sky130hd
export DESIGN_NAME = mem_controller
export DESIGN_NICKNAME = mem_controller
export VERILOG_FILES = /design/flow/design.v
export SDC_FILE = /design/flow/constraint.sdc
export NUM_CORES = 4
export LEC_CHECK = 1
export CORE_UTILIZATION = 50
[./constraint.sdc]
current_design mem_controller

set clk_period 71.6
set clk_io_pct 0.2

create_clock -name clk0 -period $clk_period [get_ports {clk}]

set non_clock_inputs [all_inputs -no_clocks]
set_input_delay [expr $clk_period * $clk_io_pct] -clock clk0 $non_clock_inputs
set_output_delay [expr $clk_period * $clk_io_pct] -clock clk0 [all_outputs]
[./design.v]
module mem_controller #(
  parameter FIFO_WIDTH = 8
) (
  input clk,
  input rst,
  input rx_fifo_empty,
  input tx_fifo_full,
  input [FIFO_WIDTH-1:0] din,
  output reg rx_fifo_rd_en,
  output reg tx_fifo_wr_en,
  output reg[FIFO_WIDTH-1:0] dout,
  output [5:0] state_leds
);
  localparam MEM_WIDTH = 8;  
  localparam MEM_DEPTH = 256;  
  localparam NUM_BYTES_PER_WORD = MEM_WIDTH/8;
  localparam MEM_ADDR_WIDTH = $clog2(MEM_DEPTH); 
  reg [NUM_BYTES_PER_WORD-1:0] mem_we = 0;
  reg [MEM_ADDR_WIDTH-1:0] mem_addr;
  reg [MEM_WIDTH-1:0] mem_din;
  wire [MEM_WIDTH-1:0] mem_dout;
  memory #(
    .MEM_WIDTH(MEM_WIDTH),
    .DEPTH(MEM_DEPTH)
  ) mem(
    .clk(clk),
    .en(1'b1),
    .we(mem_we),
    .addr(mem_addr),
    .din(mem_din),
    .dout(mem_dout)
  );
  localparam 
    IDLE = 3'd0,
    READ_CMD = 3'd1,
    READ_ADDR = 3'd2,
    READ_DATA = 3'd3,
    READ_MEM_VAL = 3'd4,
    ECHO_VAL = 3'd5,
    WRITE_MEM_VAL = 3'd6;
  reg [2:0] curr_state;
  reg [2:0] next_state;
  always @(posedge clk) begin
    if (rst) curr_state <= IDLE;
    else curr_state <= next_state;
  end
  reg [2:0] pkt_rd_cnt;
  reg [MEM_WIDTH-1:0] cmd;
  reg [MEM_WIDTH-1:0] addr;
  reg [MEM_WIDTH-1:0] data;
  reg handshake;
  always @(*) begin
    next_state = curr_state;
    case (curr_state)
      IDLE: begin
        if(!rx_fifo_empty) next_state = READ_CMD;
      end
      READ_CMD: begin
        if(!rx_fifo_empty) next_state = READ_ADDR;
      end
      READ_ADDR: begin
        if (cmd == 8'd49) begin
          if(!rx_fifo_empty) begin 
            next_state = READ_DATA;   
          end 
        end else if (cmd == 8'd48)begin
          next_state = READ_MEM_VAL;  
        end
      end
      READ_DATA: begin
          next_state = WRITE_MEM_VAL;
      end
      READ_MEM_VAL: begin
        next_state = ECHO_VAL;
      end
      ECHO_VAL: begin
        if (!tx_fifo_full) begin
          next_state = IDLE;
        end
      end
      WRITE_MEM_VAL: begin
        next_state = IDLE;
      end
    endcase
  end
  always @(*) begin
    mem_we = 1'b0;            
    rx_fifo_rd_en = 1'b0;      
    tx_fifo_wr_en = 1'b0;      
    mem_addr = addr;           
    mem_din = data;            
    dout = 0;
    case (curr_state)
      IDLE: begin
        if (!rx_fifo_empty) rx_fifo_rd_en = 1'b1;
      end
      READ_CMD: begin
        rx_fifo_rd_en = 1'b1;
      end
      READ_ADDR: begin
        if(cmd == 8'd49) begin
          rx_fifo_rd_en = 1'b1;
        end else rx_fifo_rd_en = 1'b0;
        mem_addr = addr;
      end
      READ_DATA: begin
        rx_fifo_rd_en = 1'b1;
      end
      READ_MEM_VAL: begin
        rx_fifo_rd_en = 1'b0;
        tx_fifo_wr_en = 1'b0;
        dout = mem_dout;
      end
      ECHO_VAL: begin
        rx_fifo_rd_en = 1'b0;
        tx_fifo_wr_en = 1'b1;    
        dout = mem_dout;         
      end
      WRITE_MEM_VAL: begin
        mem_we = 1'b1;       
        mem_addr = addr;     
        mem_din = data;      
      end
    endcase
  end
  always @(posedge clk) begin
      case (curr_state)
        READ_CMD: begin
          cmd <= din;                
        end
        READ_ADDR: begin
          addr <= din;          
        end
        READ_DATA: begin
          data <= din;                
        end
      endcase
  end
  assign state_leds = {2'b00, curr_state};
endmodule
module memory #(
    parameter MEM_WIDTH = 32,
    parameter DEPTH = 128,
    parameter NUM_BYTES_PER_WORD = MEM_WIDTH/8,
    parameter MEM_ADDR_WIDTH = $clog2(DEPTH)
) (
    input clk,
    input en, 
    input [NUM_BYTES_PER_WORD-1:0] we,
    input [MEM_ADDR_WIDTH-1:0] addr,
    input [MEM_WIDTH-1:0] din,
    output reg [MEM_WIDTH-1:0] dout
);
    reg [MEM_WIDTH-1:0] mem [DEPTH-1:0];
    integer i;
    always @(posedge clk) begin
        if (en) begin
            for(i=0; i < NUM_BYTES_PER_WORD; i=i+1) begin
                if (we[i]) begin
                    mem[addr][i*8 +: 8] <= din[i*8 +: 8];
                end
            end
        dout <= mem[addr];
        end
    end
endmodule
[./run.sh]
#!/bin/bash
# OpenROAD 26Q1-2900-gdf79404cd8, Yosys 0.63+post, stock flow scripts
make -C /OpenROAD-flow-scripts/flow DESIGN_CONFIG=/design/flow/config.mk WORK_HOME=/design/flow/orfs finish
==> run summary <==
relative slew slack - 0.298
Comb power frac - 0.040
Worst EP arrival - 15.66 ns
pin count of the biggest net entering global routing - 137
Yosys cell types - 35
cycle use final - 0.419
and+or+nand+nor area frac - 0.0178
area grow syn2layout - 11.7%
CTS Root Cell - clkbuf_16
Crit path buffers/inverters - 2
later-pin clock latency in the skew report - 0.82 ns
die width - 400 microns
wire per inst - 31.2 microns
worst hold start - data[3]
routability cong. - 0.884
ys flops - 2,083
Clock Sinks - 2,083
Setup crit end kind - primary output
post_cts resized - 0
fa+ha+maj area frac - 0
LEAKAGE - 0.0268 uW
logic area - 15,900 sq um
Final ANT Viol Nets - 0
Reg area - 62,400 sq um
yosys stat chip area - 79,400 sq um
Post-route DRC - 0
Overflow after GRT - 0
CP required - 57.28 ns
Log Warnings - 41
max-slew violation count - 0
share of cells above drive strength 1 - 0.237
filler cell count - 10.9k
pre-CTS setup slack - 41.67 ns
Switch Pwr - 497 uW
Worst path max stage delay - 0.47 ns
status - finished, final reports clean
met1 Track Usage GR - 0.346
Tmin final - 29.98 ns
global routing usage on met2 - 0.391
Netlist Area Pre-Place - 79,400 sq um
Synth Instances - 3,602
Tightest Pin Transition - 1.05 ns
Syn Area/Cell - 22.0 sq um
final hold violations - 0
violation tally from detailed-route iteration zero - 2,308
Clock Skews - 0.0284 ns
Crit Path Category - in2out
Initial DRT Pass Iterations - 5
Worst R2R End - mem.dout[7]
Max-area cell share - 0.784
CTS tree - built
mux share - 0.145
CP max stage cell - clkdlybuf4s50_1
Startpoint Class - input pin
vias in the first global route - 41.9k
setup bufs post-CTS - 0
# rows - 145
r2r setup slk - 66.06 ns
aoi share - 0.0367
max_cap viols - 0
crit-path cells - clkdlybuf4s50_1, mux2i_1, nor2_1, nor2_1, clkdlybuf4s50_1
Top logic family - multiplexers
Net Sw Frac - 0.202
YS warnings - 2
Cell area leaders - edfxtp_1 78%, mux4_2 15%, a22oi_1 2.4%
FF-to-FF path depth - 8
worst min-delay path category - reg2reg
Peak supply drop - 26.5 uV
Clock Path Buffers - 3
Synth area leader - edfxtp_1
H-tree lvl count - 4
Die H - 400 microns
GR Util met3 - 0.197
family with the most delay on the worst path - buffers and inverters
crit-path max FO - 3
yosys xor share - 0
PnR worst setup slack - 41.62 ns
Clk pin slew, worst setup/hold paths - 0.06 ns
Synth Seq Share - 0.787
setup TNS - 0 ns
highest clock rate - 33.4 MHz
GR Util All Layers - 0.267
global-route wire length before repair - 273,000 microns
initial antenna violation count - 3
cell count in the Yosys report - 3,602
Hold Crit Depth - 0
fp_density - 0.506
Clock power frac - 0.416
Num CTS Buffers - 203
Detail Placement HPWL - 110,000 microns
Setup-failing EPs final - 0
chip area - 160,000 sq um
DRT Wirelength - 186,000 microns
gr busiest metal - met2
port bufs - 24
R2R Path Start - addr[1]
Ports - 28
RSZ-0062 raised after global routing - false
Post-CTS Hold Buffers - 0
pwr dens - 27.7 nW/um^2
mean number of vias per cell - 6.23
Flop pwr share - 0.544
core area - 157,000 sq um
hold endpoint - mem.mem[226][3]
internal power - 1960 uW
via count - 37.1k
==> synthesized netlist by cell type <==
library cell and number:
a21bo_2 1, nor2_1 261, or3b_2 1, inv_1 4, o41ai_1 32, nor3b_1 3
or2_2 1, nand3_1 6, nand3b_1 1, a311oi_1 1, a21oi_1 131, buf_1 11
nand2b_1 2, a221oi_1 1, a22oi_1 256, buf_2 42, conb_1 1, nor4bb_1 1
and3_1 5, nand4_1 9, mux2i_1 1, o21ai_0 2, nor3_1 3, and2_1 12
nor2b_1 6, edfxtp_1 2072, a31oi_1 1, buf_4 11, o21a_1 1, a21boi_0 1
clkbuf_1 157, mux4_2 512, buf_6 10, nand2_1 32, dfxtp_1 11
==> state kept, by name (all words and copies together), names as in the netlist <==
register / cells
mem.mem: 2048
curr_state: 3
mem.dout: 8
addr: 8
data: 8
cmd: 8
==> worst max path at each step <==
stage | startpoint | end | slack [ns] | depth (start not counted)
after CTS | rx_fifo_empty | rx_fifo_rd_en | 41.67 | 5
after global routing | rx_fifo_empty | rx_fifo_rd_en | 41.54 | 5
final | rx_fifo_empty | rx_fifo_rd_en | 41.62 | 5
==> metrics by stage <==
step,utilization,std cells,power [uW],hold WS [ns],instance area [sq um]
floorplan,-,3604,1430,0.634,79400
global placement,0.524,5581,1460,0.594,82300
detailed placement,0.524,5581,1460,0.607,82300
CTS,0.565,5953,2470,0.621,88600
global route,0.565,5953,2530,0.637,88600
finish,0.565,5954,2450,0.613,88600
==> worst reg2reg max path, cell delays in order (launching register included) <==
cell	delay, ns
edfxtp_1	0.99
buf_4	0.72
buf_4	0.71
buf_12	0.56
mux4_2	0.43
a22oi_1	0.30
a21oi_1	0.12
o41ai_1	0.96
nand4_1	0.48
==> layout make-up <==
cell class / count / area share
clock buffers: 253 / 0.0609
flip-flops and latches: 2083 / 0.705
inverters: 4 / 0.000169
multi-input cells: 1286 / 0.180
repair buffers: 150 / 0.0147
clock inverters: 119 / 0.0110
well taps: 2058 / 0.0291
diodes: 1 / 0.0000282
==> metal layers <==
metal / vias up / routed length, microns
li1: 15542 / -
met1: 18932 / 58800
met2: 2296 / 90800
met3: 308 / 30600
met4: 4 / 5500
met5: - / 24
==> layout by cell type, fill, tap and decap left out, types with 2 or more instances in the layout <==
cell type and instances:
a21oi_1 131, a22oi_1 256, and2_1 11, and3_1 5, buf_12 9, buf_4 117, bufinv_16 15, clkbuf_1 44
clkbuf_16 209, clkdlybuf4s50_1 24, clkinv_1 50, clkinv_2 37, clkinvlp_4 8, conb_1 3, dfxtp_1 11, edfxtp_1 2072
inv_1 4, inv_6 7, mux4_2 512, nand2_1 32, nand2b_1 2, nand3_1 6, nand4_1 9, nor2_1 260
nor2b_1 4, nor2b_4 2, nor3_1 3, nor3b_1 3, o21ai_0 2, o41ai_1 30, o41ai_2 2
==> power by group through the flow <==
stage	Sequential [uW]	Combinational, uW	Clock, uW
4_1_cts	1330	101	1040
5_1_grt	1330	107	1080
6_report	1330	99.2	1020
==> kinds of logic (layout without fill, tap and decap cells) <==
| kind of cell | Yosys count | after routing |
|---|---|---|
| other | 1 | 4 |
| flip-flops | 2083 | 2083 |
| AND/OR/NAND/NOR | 343 | 343 |
| multiplexers | 513 | 513 |
| AND-OR/OR-AND | 427 | 427 |
| buffers and inverters | 235 | 526 |
No activity file was given, so power comes from the tool's default toggle rates.

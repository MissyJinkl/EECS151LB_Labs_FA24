==> design.v <==
module fcw_ram(
    input clk,
    input rst,
    input rd_en,
    input wr_en,
    input [1:0] addr,
    input [23:0] d_in,
    output reg [23:0] d_out
);
    reg [23:0] ram [3:0];
    always @(posedge clk) begin
        if (rst) begin
            ram[0] <= 24'd60508;  
            ram[1] <= 24'd67934;
            ram[2] <= 24'd71922;
            ram[3] <= 24'd80723;
        end
        else if (wr_en)
            ram[addr] <= d_in;
    end
    always @(posedge clk) begin
        if (rd_en) begin
            d_out <= ram[addr];
        end
    end
endmodule
module fsm #(
    parameter CYCLES_PER_SECOND = 125_000_000,
    parameter WIDTH = $clog2(CYCLES_PER_SECOND)
)(
    input clk,
    input rst,
    input [2:0] buttons,
    output [3:0] leds,
    output reg [23:0] fcw,
    output [1:0] leds_state
);
    localparam REGULAR_PLAY = 2'b00;
    localparam REVERSE_PLAY = 2'b01;
    localparam PAUSED = 2'b10;
    localparam EDIT = 2'b11;
    reg [1:0] addr = 0;
    reg wr_en;
    reg rd_en = 1;
    reg [23:0] d_in;
    wire [23:0] d_out;
    reg [23:0] data_now;
    reg [1:0] present_state = REGULAR_PLAY;
    reg [1:0] next_state = REGULAR_PLAY;
    reg [WIDTH-1:0] clk_counter = 0;
    fcw_ram notes (
        .clk(clk),
        .rst(rst),
        .rd_en(rd_en),
        .wr_en(wr_en),
        .addr(addr),
        .d_in(d_in),
        .d_out(d_out)
    );
    always @(posedge clk) begin
        if (rst) present_state <= REGULAR_PLAY;
        else present_state <= next_state;
        clk_counter <= clk_counter + 1;
        case (present_state)
            REGULAR_PLAY: begin
                if (buttons[0]) next_state <= PAUSED;
                else if (buttons[1]) next_state <= REVERSE_PLAY;
            end
            REVERSE_PLAY: begin
                if (buttons[0]) next_state <= PAUSED;
                else if (buttons[1]) next_state <= REGULAR_PLAY;
            end
            PAUSED: begin
                if (buttons[0]) next_state <= REGULAR_PLAY;
                else if (buttons[2]) begin
                    next_state <= EDIT;
                    rd_en <= 1;
                    wr_en <= 0;
                    fcw <= d_out;
                end
            end
            EDIT: begin
                if (buttons[2]) next_state <= PAUSED;
            end
        endcase
    case (present_state)
        REGULAR_PLAY: begin
            wr_en <= 0;
            if (clk_counter == 0) begin
                addr <= (addr == 3) ? 0 : (addr + 1);
                rd_en <= 1;
            end
            fcw <= d_out;
        end
        REVERSE_PLAY: begin
            wr_en <= 0;
            if (clk_counter == 0) begin
                addr <= (addr == 0) ? 3 : (addr - 1);
                rd_en <= 1;
            end
            fcw <= d_out;
        end
        PAUSED: begin
            fcw <= 0;
        end
        EDIT: begin   
            if (buttons[0]) begin
                rd_en <= 0;
                wr_en <= 1;
                fcw <= (fcw <= 4000)? 1375181 : (fcw + 1000);
                d_in <= (fcw <= 4000)? 1375181 : (fcw + 1000);
            end else if (buttons[1]) begin
                rd_en <= 0;
                wr_en <= 1;
                fcw <= (fcw >= 1370000)? 2750 : (fcw - 1000);
                d_in <= (fcw >= 1370000)? 2750 : (fcw - 1000);
            end else begin
                rd_en <= 1;
                wr_en <= 0;
                fcw <= d_out;
            end
        end
    endcase
    end
    assign leds_state = present_state;
    assign leds[3] = (addr == 3);
    assign leds[2] = (addr == 2);
    assign leds[1] = (addr == 1);
    assign leds[0] = (addr == 0);
endmodule
==> run.sh <==
#!/bin/bash
# OpenROAD 26Q1-2900-gdf79404cd8, Yosys 0.63+post, stock flow scripts
make -C /OpenROAD-flow-scripts/flow DESIGN_CONFIG=/design/flow/config.mk WORK_HOME=/design/flow/orfs finish
==> config.mk <==
export PLATFORM = sky130hd
export DESIGN_NAME = fsm
export DESIGN_NICKNAME = fsm
export VERILOG_FILES = /design/flow/design.v
export SDC_FILE = /design/flow/constraint.sdc
export NUM_CORES = 4
export LEC_CHECK = 1
export CORE_UTILIZATION = 30
==> constraint.sdc <==
current_design fsm

set clk_period 3.6
set clk_io_pct 0.2

create_clock -name clk0 -period $clk_period [get_ports {clk}]

set non_clock_inputs [all_inputs -no_clocks]
set_input_delay [expr $clk_period * $clk_io_pct] -clock clk0 $non_clock_inputs
set_output_delay [expr $clk_period * $clk_io_pct] -clock clk0 [all_outputs]
==> impl_metrics.csv <==
group,metric,value,unit
finish,final_layout_size_suffix_gt1_share,10.9,%
clocking,root_buffer,"clkbuf_16",
routing,drtPass1Iterations,11,
routing,drt-initial-drc-count,444,
sta,whs,464,ps
logic_synthesis,ys_seq_share,58.8,%
logic_synthesis,yosys_warnings,2,
setup_path,path_max_fanout,8,
logic_synthesis,ys_cells,780,
routing,route.met3.wl,2.64,mm
finish,lay_top_count,"edfxtp_1",
logic_synthesis,synth-seq-cells,203,
global_routing,grt_first_pass_wirelength,35.6,mm
clocking,cts_tree,"done",
logic_synthesis,asyncSetResetFlopFracSynth,0,%
global_routing,track_usage,14.7,%
clocking,path_clk_slew,60,ps
setup_path,crit_start,"fcw[17]",
global_routing,grt_pass1_vias,6294,
placed_design,gp_congestion,0.940,
pwr,p_leak,0.00360,µW
sta,setup_violations,0,
logic_synthesis,top_area_share,47.4,%
routing,wirelength,22.2,mm
finish,syn_to_final_growth,15.3,%
sta,hold_viol,0,
sta,fin_tns_setup,0,ps
clocking,worstSkewPairLatency,500,ps
routing,vias,6184,
setup_path,cp-start-kind,"register",
finish,mostFrequentLayoutCells,"edfxtp_1, and2_1, dfxtp_1",
clocking,post_cts_buffers,0,
outcome,status,"finished, final reports clean",
setup_path,critPathRequiredTime,3910,ps
clocking,cts_buffers,21,
hold_path,min-delay-start,"clk_counter[26]",
sta,worst_slack,870,ps
placed_design,placed_area,10200,µm²
floorplanning,rows,64,
clocking,htree_num_levels,1,
global_routing,grt_max_degree,46,
finish,ff_latch_area,5560,µm²
sta,clock.fmax,0.366,GHz
setup_path,crit_arrival,3040,ps
floorplanning,die_h,179,µm
global_routing,gr-total-overflow,0,
routing,top_layer,"met4",
setup_path,critPathKind,"register to register",
routing,vias_per_cell,5.07,
finish,fin_area,10900,µm²
logic_synthesis,ys_area,9450,µm²
clocking,cts_resized,0,
floorplanning,boundaryPins,35,
sta,rsz0062_at_grt,"no",
floorplanning,die_w,179,µm
finish,comb_area,3620,µm²
logic_synthesis,yosysUniqueCellTypes,68,
floorplanning,design.core.area,30700,µm²
sta,fin_crit_sh,75.8,%
routing,wl_met1,9.44,mm
hold_path,holdCritPathClass,"register to register",
routing,num_antenna_cells,0,
finish,fillCellCount,2975,
pwr,vdd_drop_max,0.000310,V
logic_synthesis,synth.cell_area,9450,µm²
logic_synthesis,synth_area_leader_cell,"edfxtp_1",
run,drv_cap,0,
floorplanning,dieArea,32200,µm²
placed_design,numPortBuffers,34,
setup_path,end_kind,"register",
sta,period_needed,2730,ps
pwr,p_per_area,535,nW/µm²
placed_design,post-dp-hpwl,15.0,mm
logic_synthesis,avgSynthCellArea,12.1,µm²
logic_synthesis,top_cells_by_area,"edfxtp_1, dfxtp_1, mux4_2, and2_1, xnor2_1",
logic_synthesis,edf_count,149,
clocking,cts_buffer_depth,3,
logic_synthesis,ff_type,"edfxtp_1",
clocking,clkSinkCount,203,
routing,avgRoutedWirePerCell,18.2,µm
global_routing,grt_antenna_before_repair,0,
sta,timing.slew.headroom,36.9,%
routing,wl_met2,9.71,mm
sta,tightest_slew,935,ps
run,tool_warnings,30,
setup_path,worstReg2RegStart,"fcw[17]",
routing,drc_errors,0,
clocking,holdBufCountCts,0,
routing,postRouteAntennaNets,0,
placed_design,place_ws,844,ps
floorplanning,initial_utilization,30.7,%
sta,finClkSkew,23.0,ps
sta,drv_slew,0,
logic_synthesis,syn_inst,780,
==> sequential cells by signal (all words and copies together), names as in the netlist <==
name / cells
addr: 2
present_state: 2
notes.d_out: 24
fcw: 24
next_state: 2
wr_en: 1
notes.ram: 96
clk_counter: 27
rd_en: 1
d_in: 24
==> Yosys cell counts, types with 19 or more instances <==
cell type and instances:
and2_1 65, a21oi_1 35, dfxtp_1 54, nand2b_1 37, nand3_1 24, o21ai_0 29
edfxtp_1 149, xnor2_1 34, mux4_2 24, clkbuf_1 20, xor2_1 19, nor2_1 44
nor3_1 21, inv_1 20, nand2_1 51
==> cell type report <==
cell class / instances / area share [%]
flip-flops and latches: 203 / 51.0
clock inverters: 9 / 0.758
multi-input cells: 513 / 33.2
inverters: 21 / 0.724
repair buffers: 49 / 4.16
clock buffers: 29 / 5.60
well taps: 396 / 4.55
==> metrics by stage <==
stage | total power [µW] | cells | utilization [%]
2_1_floorplan | 3380 | 780 | -
3_5_place_dp | 3710 | 1182 | 33.2
6_report | 5830 | 1220 | 35.4
4_1_cts | 5880 | 1220 | 35.4
5_1_grt | 6080 | 1220 | 35.4
3_3_place_gp | 3720 | 1182 | 33.2
==> final timing paths <==
| check | end | slack, ps | cells after the start |
|---|---|---|---|
| hold reg to reg | clk_counter[26] | 460 | 1 |
| setup / recovery | d_in[18] | 870 | 6 |
| hold / removal | clk_counter[26] | 460 | 1 |
| setup reg to reg | d_in[18] | 870 | 6 |
==> where the power goes <==
| group | switching (µW) | internal, µW |
|---|---|---|
| combinational | 446 | 334 |
| clock | 882 | 1270 |
| sequential | 198 | 2700 |
==> logic make-up (layout without fill, tap and decap cells) <==
kind of cell    count (synthesis)  count (layout)  share of synthesized area, %
compound gates                131             131                          9.18
xor+xnor                       53              53                          4.91
fa+ha+maj                       8               8                          1.06
buf+inv                        64             108                          3.06
flops                         203             203                          58.8
mux                            25              25                          5.84
simple gates                  296             296                          17.1
==> critical path, cell delays in order, from the launching register on <==
cell and delay, ps:
dfxtp_1 430, nor4_2 450, nand4_1 220, a41oi_1 770
nor3_1 90, or3_1 330, a21oi_1 260
==> metal layers <==
| layer | vias to the layer above | track usage, % |
|---|---|---|
| met1 | 2940 | 20.6 |
| met2 | 282 | 21.3 |
| li1 | 2927 | - |
| met5 | - | 0 |
| met4 | 0 | 2.86 |
| met3 | 35 | 7.41 |
Power is estimated from default activity; no workload was simulated.
